==> flow/design.v <==
module breath_led(clk_in, rst_n, pwm_out);
	input clk_in;
	input rst_n;
	output reg pwm_out;
	parameter DIV_FACTOR = 2400;  
	parameter PWM_PERIOD = 100;   
	integer pwm_thrs;
	integer clk_div_cnt;
	integer pwm_cnt;
	reg clk_1khz;
	initial
		begin
			pwm_thrs = 0;
			clk_div_cnt = 0;
			pwm_cnt = 0;
			clk_1khz = 0;
		end
	always @ (posedge clk_in)
		if (~rst_n)
			begin
				clk_div_cnt <= 0;
			end
		else
			begin
				if (clk_div_cnt == DIV_FACTOR)
					begin
						clk_div_cnt = 0;
						clk_1khz = ~clk_1khz;
					end
				else
					clk_div_cnt = clk_div_cnt + 1;
			end
	always @ (posedge clk_1khz)
		if (~rst_n)
			pwm_thrs = 0;
		else 
			if (pwm_cnt == PWM_PERIOD)
				begin
					pwm_cnt = 0;
					pwm_thrs = pwm_thrs + 1;
					if (pwm_thrs == PWM_PERIOD)
						pwm_thrs = 0;
				end
			else
				pwm_cnt = pwm_cnt + 1;
	always @ (posedge clk_in)
		if (pwm_cnt < pwm_thrs)
			pwm_out = 1'b1;
		else
			pwm_out = 1'b0;
endmodule
==> flow/run.sh <==
#!/bin/bash
# OpenROAD 26Q1-2900-gdf79404cd8, Yosys 0.63+post, stock flow scripts
make -C /OpenROAD-flow-scripts/flow DESIGN_CONFIG=/design/flow/config.mk WORK_HOME=/design/flow/orfs finish
==> flow/config.mk <==
export PLATFORM = sky130hd
export DESIGN_NAME = breath_led
export DESIGN_NICKNAME = breath_led
export VERILOG_FILES = /design/flow/design.v
export SDC_FILE = /design/flow/constraint.sdc
export NUM_CORES = 4
export LEC_CHECK = 1
export CORE_UTILIZATION = 40
==> flow/constraint.sdc <==
current_design breath_led

set clk_period 5.0
set clk_io_pct 0.2

create_clock -name clk0 -period $clk_period [get_ports {clk_in}]

set non_clock_inputs [all_inputs -no_clocks]
set_input_delay [expr $clk_period * $clk_io_pct] -clock clk0 $non_clock_inputs
set_output_delay [expr $clk_period * $clk_io_pct] -clock clk0 [all_outputs]
==> out/qor.yml <==
run_status: "finished clean"
place_inst: 834
slew_headroom_pct: 50.3
slew_viol_final: 0
synth_stat.cells: 663
drv_cap: 0
drc: 0
cts_buffer_depth: 2
die_area_um2: 15200
die_y_um: 123
antenna_found_initial: 0
timing.rr.start: "clk_div_cnt[2]"
power.total_uw: 591
yosysTopAreaCell: "dfxtp_1"
clock_skew_ns: 0.00488
fin_cells: 842
holdBufCountCts: 0
fin_util_pct: 44.2
hold_path.class: "flip-flop to flip-flop"
ir_worst_vdd_uv: 241
grt_util_all_layers_pct: 18.1
critPathKind: "input port to flip-flop"
hold_start: "clk_div_cnt[0]"
hpwl_um: 9510
tightest_slew_ns: 0.744
ios: 3
first_pass_iters: 5
port_buffers: 2
core_area_um2: 14100
grt_max_degree: 65
yosys.cell_count.top_type: "nor2_1"
p_leak_nw: 2.07
drt_wl_total_um: 12600
untimed_endpoints: 97
rrSetupSlack_ns: 2.90
grt_first_pass_wirelength_um: 21000
yosys_area_um2: 5870
drive_gt1_share_pct: 3.32
cts_made_buffers: 5
syn-cell-area_um2: 5870
whs_ns: 0.477
gr-total-overflow: 0
ff2ff_path_depth: 5
ys_seq_share_pct: 39.0
path_clk_slew_ns: 0.05
cp.required_ns: 4.97
diodes: 0
die-width_um: 123
drt_first_iter_violations: 320
top_area_share_pct: 22.2
cts_setup_buffers: 0
synth-edff-count: 33
vias_per_cell: 5.48
synth_flops: 98
cellPowerDensity_nw_per_um2: 94.9
syn_inst: 663
warning_count: 27
synthToLayoutAreaGrowth_pct: 6.03
cts_tree: "built"
fin_crit_ns: 2.38
topCellsByArea: "dfxtp_1 22%, edfxtp_1 17%, xnor2_1 12%"
min_period_over_period_pct: 47.6
fp-utilization_pct: 41.7
ys_types: 55
cp.arrival_ns: 2.35
dr_total_vias: 4618
setup_violations: 0
cts_resized: 0
rows: 43
worstPathMaxFanout: 40
routabilityCongestion: 0.931
ys.flop_type: "dfxtp_1"
htree_num_levels: 2
fmax_ghz: 0.420
async_reset_ff_share_pct: 0
hold_end: "clk_div_cnt[0]"
start_kind: "input port"
syn_area_per_cell_um2: 8.86
grt_pass1_vias: 4163
grt_setup_unrepaired: "no"
cts_root_buf: "clkbuf_16"
ant_nets: 0
whs_path_depth: 1
synthTopCellsByCount: "92 x nor2_1, 78 x xnor2_1, 65 x dfxtp_1, 46 x inv_1, 44 x nand2_1"
reg2reg_to: "clk_div_cnt[26]"
worst_setup_path_end_kind: "flip-flop"
unclocked_pins: 64
finalHoldViolations: 0
tns_ns: 0
clk_latency_ns: 0.27
synth_warnings: 1
wl_per_cell_um: 15.0
[registers in the layout (all words and copies together), names as in the netlist]
name,cells
pwm_thrs,32
pwm_out,1
clk_div_cnt,32
clk_1khz,1
pwm_cnt,32
[metrics by stage]
step                      setup WS [ns]  instance area, um^2
after floorplan                    2.87                 5870
after global placement             2.34                 6090
after detailed placement           2.30                 6090
after CTS                          2.59                 6230
after global routing               2.49                 6230
final                              2.62                 6230
[worst max-delay path by stage]
stage | depth (start not counted) | from | end
6_report | 4 | rst_n | clk_1khz
4_1_cts | 4 | rst_n | clk_1khz
5_1_grt | 4 | rst_n | clk_1khz
[per-layer routing]
metal / GRT usage, % / wire, um
met4: 2.41 / 188
met5: 0 / 0
met1: 27.2 / 5910
met3: 1.37 / 492
met2: 30.1 / 6020
[layout make-up]
cell class,instances,area (um^2)
fill,1334,7870
multi-input combinational,503,3350
sequential,98,2290
tap,180,225
inverter,46,173
clock buffer,8,136
timing repair buffer,7,52.6
[report_power, final]
group          switching [mW]  internal, mW  total (mW)
clock                   0.102         0.185       0.287
combinational          0.0178       0.00575      0.0236
sequential            0.00230         0.278       0.280
total                   0.123         0.469       0.591
[layout by cell type, fill, tap and decap left out, drive strengths merged, types with 8 or more instances in the layout]
| master | count |
|---|---|
| xnor2 | 78 |
| nor4 | 21 |
| nand2 | 44 |
| nor3 | 23 |
| inv | 46 |
| nand3 | 39 |
| clkbuf | 8 |
| a21oi | 13 |
| and2 | 8 |
| and3 | 16 |
| edfxtp | 33 |
| xor2 | 21 |
| dfxtp | 65 |
| ha | 36 |
| nor2 | 92 |
| nand4 | 35 |
| a21o | 14 |
[logic make-up after synthesis]
family          synth area share, %
xor+xnor                       14.8
simple gates                   27.4
flops                          39.0
fa+ha+maj                      7.67
compound gates                 6.60
mux                           0.533
buf+inv                        4.03
[critical path, stage by stage]
cell and delay (ns):
buf_2 0.07, buf_4 0.43, inv_1 0.50, nor3_1 0.32
