**flow/run.sh**
```bash
#!/bin/bash
# OpenROAD 26Q1-2900-gdf79404cd8, Yosys 0.63+post, stock flow scripts
make -C /OpenROAD-flow-scripts/flow DESIGN_CONFIG=/design/flow/config.mk WORK_HOME=/design/flow/orfs finish
```
**flow/config.mk**
```make
export PLATFORM = sky130hd
export DESIGN_NAME = led
export DESIGN_NICKNAME = led
export VERILOG_FILES = /design/flow/design.v
export SDC_FILE = /design/flow/constraint.sdc
export NUM_CORES = 4
export LEC_CHECK = 1
export CORE_AREA = 10 10 100 100
export DIE_AREA = 0 0 110 110
```
**flow/constraint.sdc**
```tcl
current_design led

set clk_period 5.1
set clk_io_pct 0.2

create_clock -name clk0 -period $clk_period [get_ports {clk_in}]

set non_clock_inputs [all_inputs -no_clocks]
set_input_delay [expr $clk_period * $clk_io_pct] -clock clk0 $non_clock_inputs
set_output_delay [expr $clk_period * $clk_io_pct] -clock clk0 [all_outputs]
```
**flow/design.v**
```verilog
module led(clk_in, rst_n, led_out);
	input clk_in;
	input rst_n;
	output reg [2:0]led_out;
	parameter DIV_FCTR = 25'd24_000_000;
	integer div_cnt;
	initial
		begin
			div_cnt = 0;
			led_out[2:0] = 3'b001;
		end
	always @ (posedge clk_in)
		if (~rst_n )
			begin
				div_cnt <= 0;
				led_out[2:0] = 3'b001;
			end
		else
			begin
				if (div_cnt == DIV_FCTR)
					begin
						div_cnt <= 0;
						led_out[2:0] = {led_out[0], led_out[2:1]};
					end
				else
					div_cnt <= div_cnt + 1;
			end	
endmodule
```
==> design notes <==
The run finished with clean final reports. Async set-or-reset flop fraction in the synthesized netlist: 0%. For the share of power burned in registers, the log shows 57.3%. For the post-route non-filler standard cell count, the log shows 319. Per the final report, max-transition violations number 0. With the share of post-route cells with drive strength above 1 at 7.83%, the average routed wire per standard cell is 12.1 um. The detailed router placed 1,577 vias in this run.

The source of the worst register-to-register timing path was div_cnt[0]. The clock drives 35 sinks. The worst register-to-register path has a setup slack of 2960 ps. OpenROAD reports that the post-layout worst path occupies 42.0% of the period. The flip-flop and latch count after synthesis came out at 35.

Capture instance of the worst register-to-register path: div_cnt[22]. Per the Yosys statistics, synthesis produced 214 cells. The area of the placeable core was 7810 um2; the final antenna-violating net count was 0. For the final count of negative-setup-slack endpoints, the log shows 0. In this run, post-CTS repair resized a total of 0 instances. In the placement report, post-DP HPWL is listed as 2660 um. Clock skew on the completed layout was measured at 7.92 ps. Cell family with the largest share of critical-path delay: simple AND/OR/NAND/NOR gates. The port buffer count came out at 4.

The cell-internal power was 377 uW. The post-synthesis instance area is 1810 um2. The number of hold buffers added after CTS was 0. The post-synthesis cell type with the largest combined area is sky130_fd_sc_hd__dfxtp_1. The layout report lists the combined flip-flop and latch area as 701 um2. In the post-route analysis, the smallest setup slack over all paths is 2960 ps. The run gives 5 as the number of clock buffers inserted by TritonCTS.

The stage logs contain a warning count of 26. The final worst hold slack is 482 ps. The run gives 0 for the number of antenna violations at the first check in global routing. Ranked by total cell area, the synthesized netlist is headed by sky130_fd_sc_hd__dfxtp_1 39%, sky130_fd_sc_hd__xnor2_1 5.3%, sky130_fd_sc_hd__or4_1 5.0%. The run gives 5 for the logic depth of the worst path, buffers included. Looking at the setup timing report, the critical path kind is reg -> reg. After Yosys synthesis, XOR and XNOR cells account for 6.78% of the synthesized area.

The worst register-to-register path depth is 5. The launch point of the worst path was div_cnt[0]. The run gives 2 for the maximum number of buffers from clock root to sink. The run gives 0.851 for the last weighted congestion value of the routability-driven placer. Of the total power, the share spent switching nets is 22.4%. Looking at the cell usage after synthesis, the top flip-flop cell is sky130_fd_sc_hd__dfxtp_1. The number of buffer and inverter instances along the worst setup path is 0, and the ratio of total power to cell area is 240 nW/um2. The hold violation count in the final report came out at 0. Data on the critical path arrives at its endpoint at 2370 ps.

At the pin with the least slew margin, the transition time is 652 ps. TritonCTS built the clock tree. Per STA, the worst path is made up of ha_1, nand4_1, or3_1, or4_1, a21oi_1.

Simple-gate area share of the yosys netlist: 36.4%. Setup repair after global routing left no endpoint under its margin. After synthesis, the largest family of logic cells by area is simple AND/OR/NAND/NOR gates.

The logs give 214 for the gate count of the mapped netlist and 0.000594 uW for the static power due to leakage. For this run, the top clock speed supported by timing is 467 MHz. In this run the layout overhead on the synthesized area is reported as 12.0%. Counting the fill cells in the layout gives 830. Yosys stat chip area: 1810 um2.

The run gives 11.7% for the complex-gate fraction of the synthesized area. The run gives 109 uW as the switching power of the nets. The total congestion overflow after global routing is 0, and the clock-pin transition on the worst setup and hold timing paths is 70 ps. Dividing the synthesized area by the synthesized cell count gives 8.45 um2. The run gives 3860 um as the final wirelength. Subtracting the final worst setup slack from the clock period gives 2140 ps. Combinational cell area excluding buffers and inverters: 1040 um2. The run gives 5 for the number of top-level pins. The cell with the most instances after synthesis is sky130_fd_sc_hd__dfxtp_1.

The number of H-tree levels is 2, and the maximum cell stage delay along the critical path is 540 ps. STA classifies the critical path endpoint as a register. Global routing used 6.52% of the available tracks. Across the VDD grid, the largest voltage drop is 153 uV.

The run gives 110 um for the floorplan die width. The run gives 0 as the number of setup buffers added after CTS. The run gives 0 for the post-detailed-route DRC marker count. The slowest stage of the critical path belongs to the cell sky130_fd_sc_hd__or3_1. For reference, full adder, half adder and majority cells occupy 1.38% of the area reported after synthesis. The required time at the worst endpoint is listed as 5330 ps. Clock tree synthesis selected as its root buffer the cell sky130_fd_sc_hd__clkbuf_8. The startpoint kind of the worst setup timing path was a register.

The gate-level netlist out of Yosys references 36 unique cell types. The vertical die size was 110 um. The run gives 1,375 as the via count of the first global-routing pass. The via count normalized by instance count came out at 4.94. For the clock latency reported for the late side of the worst-skew pair, the log shows 290 ps.

The first global-routing pass estimated 6620 um of wire. The startpoint identified for the worst hold timing path is led_out[1]. The logs give 3.1% for the part of the power in combinational logic and 311 for the count of placed standard cells including taps. The iteration count of the initial detailed-routing pass came out at 6.

The area of the die is 12,100 um2. The type of the tightest min-delay check is reg -> reg. The tool flagged a number of max-cap violations equal to 0. Checking max transition, the worst relative margin is 56.1%.

The initialized floorplan defines 32 standard-cell rows. Per the timing report, the biggest fanout along the worst path comes to 11. In the synthesized netlist, the cells that appear most often are 35 x sky130_fd_sc_hd__dfxtp_1, 19 x sky130_fd_sc_hd__nor2_1, 15 x sky130_fd_sc_hd__a21oi_1, 14 x sky130_fd_sc_hd__nand2_1, 14 x sky130_fd_sc_hd__nand3_1. The post-synth count of flops with an enable pin is 0. The clock share of power was 39.6%; the maximum number of pins on one net before global-route repair was 33. With the number of violations reported at the end of detailed-routing iteration 0 at 131, the initial cell density of the core is 23.2%. The logs give 1 for the yosys synthesis warning count and 2840 ps for the worst-case setup slack after placement.

For this run, the register share of the synthesized area comes to 38.8%. Of the post-synthesis cell area, the dominant cell type holds 38.8%. The most critical setup path has its endpoint at div_cnt[22]. After synthesis, the share of cell area in mux cells is 1.11%. The total inserted antenna cells is 0, and the aggregate negative setup slack is 0 ps.
## layout by cell type, fill, tap and decap left out, types with 5 or more instances in the layout
| cell type | n |
|---|---|
| sky130_fd_sc_hd__clkbuf_8 | 5 |
| sky130_fd_sc_hd__nor3_1 | 5 |
| sky130_fd_sc_hd__nor4_1 | 12 |
| sky130_fd_sc_hd__nand3_1 | 14 |
| sky130_fd_sc_hd__o31ai_1 | 10 |
| sky130_fd_sc_hd__nand2_1 | 14 |
| sky130_fd_sc_hd__or3_1 | 5 |
| sky130_fd_sc_hd__dfxtp_1 | 35 |
| sky130_fd_sc_hd__xnor2_1 | 11 |
| sky130_fd_sc_hd__or4_1 | 12 |
| sky130_fd_sc_hd__inv_1 | 7 |
| sky130_fd_sc_hd__a21oi_1 | 15 |
| sky130_fd_sc_hd__nand4_1 | 10 |
| sky130_fd_sc_hd__nor2_1 | 19 |
## logic make-up (layout without fill, tap and decap cells)
logic type	count (synthesis)	in the layout
compound gates	34	34
xor+xnor	14	14
flops	35	35
buf+inv	17	20
mux	2	2
fa+ha+maj	2	2
simple gates	110	110
## power groups by stage
| stage | Combinational [uW] | Clock (uW) | Sequential [uW] |
|---|---|---|---|
| 4_1_cts | 15.1 | 198 | 278 |
| 5_1_grt | 17.1 | 209 | 278 |
| 6_report | 14.9 | 192 | 278 |
## metal layers
metal  track usage (%)  vias up  share of wire [%]  routed length (um)
met4             0.836        0                1.4                  54
met1              9.55      733                 52                1990
met5                 0        -                  0                   0
met2              10.1       23                 44                1680
met3              1.18        7                3.5                 134
li1                  -      814                  -                   -
## sequential cells by signal (all words and copies together) (netlist names)
register and count:
led_out 3, div_cnt 32
## worst register-to-register path: stages (launching register included)
cell and delay (ps):
sky130_fd_sc_hd__dfxtp_1 390, sky130_fd_sc_hd__ha_1 270, sky130_fd_sc_hd__nand4_1 200, sky130_fd_sc_hd__or3_1 540
sky130_fd_sc_hd__or4_1 530, sky130_fd_sc_hd__a21oi_1 150
## stage by stage
step / total power, uW / util [%] / instance area [um2]
2_1_floorplan: 295 / - / 1810
3_3_place_gp: 299 / 24.9 / 1940
3_5_place_dp: 299 / 24.9 / 1940
4_1_cts: 491 / 25.9 / 2020
5_1_grt: 505 / 25.9 / 2020
6_report: 485 / 25.9 / 2020
## worst min path at each step
| stage | endpoint | depth (start not counted) |
|---|---|---|
| after CTS | div_cnt[0] | 1 |
| after global routing | led_out[2] | 2 |
| final | led_out[1] | 2 |
## final cells by class
class	instances	share of cell area, %
Sequential cell	35	34.6
Timing Repair Buffer	5	2.35
Inverter	7	1.30
Clock buffer	7	3.77
Tap cell	102	6.30
Clock inverter	1	0.247
Multi-Input combinational cell	162	51.4
Power and IR drop assume default switching activity.
